File: flow/run.sh
#!/bin/bash
# OpenROAD 26Q1-2900-gdf79404cd8, Yosys 0.63+post, stock flow scripts
make -C /OpenROAD-flow-scripts/flow DESIGN_CONFIG=/design/flow/config.mk WORK_HOME=/design/flow/orfs finish
File: flow/config.mk
export PLATFORM = sky130hd
export DESIGN_NAME = spi_master
export DESIGN_NICKNAME = spi_master
export VERILOG_FILES = /design/flow/design.v
export SDC_FILE = /design/flow/constraint.sdc
export NUM_CORES = 4
export LEC_CHECK = 1
export CORE_AREA = 10 10 70 70
export DIE_AREA = 0 0 80 80
File: flow/constraint.sdc
current_design spi_master

set clk_period 1.7
set clk_io_pct 0.2

create_clock -name clk0 -period $clk_period [get_ports {clk}]

set non_clock_inputs [all_inputs -no_clocks]
set_input_delay [expr $clk_period * $clk_io_pct] -clock clk0 $non_clock_inputs
set_output_delay [expr $clk_period * $clk_io_pct] -clock clk0 [all_outputs]
File: flow/design.v
module spi_master (
    input clk,
    input rst,
    input start,
    input [7:0] spi_data_in,
    input spi_data_ready,
    output reg spi_start,
    output reg [7:0] temp_out,
    output reg data_valid
);
    reg [1:0] state, next_state;
    parameter IDLE = 2'b00;
    parameter REQUEST = 2'b01;
    parameter WAIT = 2'b10;
    parameter DONE = 2'b11;
    always @(posedge clk or posedge rst) begin
        if (rst)
            state <= IDLE;
        else
            state <= next_state;
    end
    always @(*) begin
        spi_start = 0;
        data_valid = 0;
        next_state = state;
        case (state)
            IDLE: begin
                if (start)
                    next_state = REQUEST;
            end
            REQUEST: begin
                spi_start = 1;
                next_state = WAIT;
            end
            WAIT: begin
                if (spi_data_ready)
                    next_state = DONE;
            end
            DONE: begin
                data_valid = 1;
                next_state = IDLE;
            end
        endcase
    end
    always @(posedge clk) begin
        if (state == DONE)
            temp_out <= spi_data_in;
    end
endmodule
==> results.txt <==
Here are the numbers from the latest Yosys + OpenROAD run.

The routed length per instance came out at 9.73 um. The first-pass GRT wire length is 1390 um. The worst register-to-register path has a depth of 2. The number of antenna-violating nets in the routed design came out at 0. The tree built by TritonCTS fans out to 12 sinks. The cell count in the Yosys report came out at 20.

In this run the register-to-register setup slack is 0.76 ns. The via count normalized by instance count came out at roughly 2.7. The script extracted a total leakage power of 0.279 nW. The largest net degree at the start of global routing is 9. Looking at the reg2reg group, the worst path starts from state[3]$_DFF_PP0_. The number of different library cells used by synthesis comes to 8.

The placed wire-length estimate after detailed placement is 793 um. Of the post-synthesis cell area, the dominant cell type holds 0.613. The final count of pins violating max slew is 0.

The layer with the highest usage is met2. Sorting the Yosys area breakdown by cell type puts at the top sky130_fd_sc_hd__edfxtp_1. The met2 layer usage reported by global route came out at 0.0482. Looking at the clock tree report, the maximum root-to-sink buffer count equals 2. The peak fanout along the critical path came out at 3. The area of the synthesized netlist per yosys stat is around 400 um2.

The maximum clock frequency came out at approximately 640 MHz. Leaving out filler cells and counting taps, the final layout contains 93. The post-synthesis cell count is 20. The total core area came out at ~0.0034 mm2. The post-route minimum period is 1.56 ns. The routed design has 905 um of wire. TritonCTS built the clock tree. The met1 track demand over resource is 0.0257. The clock insertion delay at the later pin of the skew report came out at roughly 0.27 ns. The layout summary lists the proportion of cells stronger than drive strength 1 as 0.170. For this run, the register share of the synthesized area comes to 0.872. After synthesis the cells add up to 392 um2. The finished cells cover approximately 700 um2. The number of remaining DRC errors is 0.

The endpoint of the lowest-slack register-to-register path is temp_out[0]$_DFFE_PP_. The number of failing hold endpoints at the final stage is 0. The count of flip-flops with a built-in enable after synthesis came out at 8. STA classifies the critical path endpoint as a primary output. Dividing total power by cell area gives a power density of roughly 730 mW/mm2. The flow ran to the end, and the final reports show no timing, DRC or antenna violations. The number of warnings printed during yosys synthesis came out at 1. Clock tree synthesis selected as its root buffer the cell sky130_fd_sc_hd__clkbuf_4.

The clock skew came out at 0.00337 ns. The final number of setup-violating endpoints is 0. The number of global-route vias before repair came out at 292.

The mean instance size in the synthesized netlist came out at 19.6 um2. The required arrival time at the worst endpoint came out at 1.36 ns. Yosys attributes the largest share of cell area to sky130_fd_sc_hd__edfxtp_1 (61%), sky130_fd_sc_hd__dfrtp_1 (19%), sky130_fd_sc_hd__dfstp_2 (6.7%). The total of max-cap violations is 0. The global placement routability congestion is 0.607. The routing usage on met3 is 0.0239.

Setup repair after global routing left no endpoint under its margin. The number of DRC markers after the initial detailed-route iteration is 15. The die width came out at about 80 um.

The sum of overflow across all layers after global routing came out at 0. The clock-pin slew of the registers on the worst-case setup and hold paths came out at 0.07 ns. The pin slew with the least headroom to its limit came out at approximately 0.13 ns. The arrival time of the worst setup path is 1.22 ns. The post-synthesis cell type with the largest instance count is sky130_fd_sc_hd__edfxtp_1. The filler cells instantiated in the layout total 371. The accumulated negative setup slack is 0 ns. The area of placed instances is 667 um2. The core utilization before placement is 0.115. The initial antenna violation count is 0. The repair_antennas step left the layout with diodes totalling 0. 22 I/O pins were placed. The iteration count recorded for the first detailed-route pass is 2. The final cycle utilization of the critical path is 0.921. The post-synthesis async set-or-reset flop share came out at 0.333. STA classifies the critical path startpoint as a flip-flop. Counting instances in the post-synthesis netlist gives the leading cell types as sky130_fd_sc_hd__edfxtp_1 (8), sky130_fd_sc_hd__dfrtp_1 (3), sky130_fd_sc_hd__inv_1 (3). The die footprint is about 0.0064 mm2. The number of buffers created by CTS is 3. The total number of placement rows came out at 21. The deepest level of the CTS H-tree came out at 1. The aggregate global-route resource usage is 0.0282. The relative slew slack came out at 0.911. The layout overhead on the synthesized area is 79.6%. The most used flip-flop cell after synthesis is sky130_fd_sc_hd__edfxtp_1.

The height of the chip is 80 um. The total vias in the final route is 247. The finished layout reports a core utilization of 0.206. The critical path is of the reg2out type. Overall power consumption after layout is estimated at between 500 and 600 uW. The number of logged tool warnings is 25. Port buffering added 21 buffers.

Note that the worst hold path type here is in2async. The post-placement cell count came out at 88. Once synthesis finished, the tally of register bits stood at 12. The highest supply drop recorded on VDD is 0.000288 V.
[per-stage QoR]
stage	setup WS, ns	hold WS, ns
5_1_grt	0.0789	0.227
4_1_cts	0.0251	0.229
2_1_floorplan	0.753	0.105
6_report	0.135	0.241
3_3_place_gp	0.324	0.428
3_5_place_dp	0.303	0.414
[state kept, by name (all words and copies together), names as in the netlist]
register / flops
temp_out: 8
state: 4
[per-layer routing]
metal / part of all wire / wire, um
met1: 0.39 / 356
met2: 0.46 / 415
met3: 0.15 / 133
met4: 0 / 0
met5: 0 / 0
[cell type report]
cell class | count | area, um2 | share of cell area
Clock buffer | 3 | 22.5 | 0.0320
Tap cell | 46 | 57.6 | 0.0819
Timing Repair Buffer | 23 | 228 | 0.324
Clock inverter | 1 | 3.75 | 0.00534
Inverter | 3 | 11.3 | 0.0160
Sequential cell | 12 | 342 | 0.486
Multi-Input combinational cell | 5 | 38.8 | 0.0552
[worst max-delay path by stage]
stage,from,cells past startpoint,end
6_report,state[3]$_DFF_PP0_,2,data_valid
4_1_cts,state[3]$_DFF_PP0_,2,spi_start
5_1_grt,state[3]$_DFF_PP0_,2,data_valid
[cell usage in the layout (no fill, tap or decap)]
cell type,Yosys,routed
sky130_fd_sc_hd__clkdlybuf4s50_1,0,20
sky130_fd_sc_hd__edfxtp_1,8,8
sky130_fd_sc_hd__inv_1,3,3
sky130_fd_sc_hd__clkbuf_4,0,3
sky130_fd_sc_hd__dfrtp_1,3,3
sky130_fd_sc_hd__a21o_1,2,2
sky130_fd_sc_hd__buf_4,0,2
sky130_fd_sc_hd__and2_1,1,1
sky130_fd_sc_hd__nor3_2,1,1
sky130_fd_sc_hd__and2_2,1,1
sky130_fd_sc_hd__clkinv_1,0,1
sky130_fd_sc_hd__dlymetal6s2s_1,0,1
sky130_fd_sc_hd__dfstp_2,1,1
[cell families (layout without fill, tap and decap cells)]
family,after synthesis,count (layout),share of synthesized area
flops,12,12,0.872
compound gates,2,2,0.0383
buf+inv,3,30,0.0288
simple gates,3,3,0.0607
[worst max-delay path, stage by stage, from the launching register on]
cell,delay [ns]
sky130_fd_sc_hd__dfrtp_1,0.36
sky130_fd_sc_hd__buf_4,0.13
sky130_fd_sc_hd__clkdlybuf4s50_1,0.47
[report_power, final]
| part | internal [mW] | leakage, nW | switching [mW] |
|---|---|---|---|
| Clock | 0.0848 | 0.0154 | 0.0884 |
| Sequential | 0.312 | 0.124 | 0 |
| Combinational | 0.0223 | 0.140 | 0.00582 |
[timing repair]
item,in CTS,in global routing
gates resized,0,1
pin swaps,0,1
setup endpoints to repair,1,1
buffers inserted,1,0
hold buffers,0,0
Power is estimated from default activity; no workload was simulated.
