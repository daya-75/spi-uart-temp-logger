### /design/flow/run.sh
#!/bin/bash
# OpenROAD 26Q1-2900-gdf79404cd8, Yosys 0.63+post, stock flow scripts
make -C /OpenROAD-flow-scripts/flow DESIGN_CONFIG=/design/flow/config.mk WORK_HOME=/design/flow/orfs finish
### /design/flow/config.mk
export PLATFORM = sky130hd
export DESIGN_NAME = shift_register_10
export DESIGN_NICKNAME = shift_register_10
export VERILOG_FILES = /design/flow/design.v
export SDC_FILE = /design/flow/constraint.sdc
export NUM_CORES = 4
export LEC_CHECK = 1
export CORE_UTILIZATION = 50
### /design/flow/constraint.sdc
current_design shift_register_10

set clk_period 1.5
set clk_io_pct 0.2

create_clock -name clk0 -period $clk_period [get_ports {clk}]

set non_clock_inputs [all_inputs -no_clocks]
set_input_delay [expr $clk_period * $clk_io_pct] -clock clk0 $non_clock_inputs
set_output_delay [expr $clk_period * $clk_io_pct] -clock clk0 [all_outputs]
### /design/flow/design.v
module shift_register_10 (
    input clk,
    input rst,
    input [7:0] in,
    input load,
    output [7:0] out0, out1, out2, out3, out4,
    output [7:0] out5, out6, out7, out8, out9
);
    reg [7:0] regs [9:0];
    integer i;
    always @(posedge clk or posedge rst) begin
        if (rst) begin
            for (i = 0; i < 10; i = i + 1)
                regs[i] <= 8'h00;
        end else if (load) begin
            for (i = 9; i > 0; i = i - 1)
                regs[i] <= regs[i - 1];
            regs[0] <= in;
        end
    end
    assign out0 = regs[0];
    assign out1 = regs[1];
    assign out2 = regs[2];
    assign out3 = regs[3];
    assign out4 = regs[4];
    assign out5 = regs[5];
    assign out6 = regs[6];
    assign out7 = regs[7];
    assign out8 = regs[8];
    assign out9 = regs[9];
endmodule
==> impl_metrics.csv <==
group,metric,value,unit
outcome,run_status,"finished with violations",
outcome,failed_checks,"setup timing",
global_route,globalRoute.totalOverflow,0,
global_route,grt_most_used_layer,"met1",
placement,dp_hpwl,3480,um
final_timing,hold_violations,0,
clocking,tritoncts_sink_count,80,
drt,avgViaCountPerCell,4.65,
synthesis,synth.cell_area,3380,um^2
placement,port_buffers,90,
global_route,grt_use_met1,0.336,
flow_run,tool_warnings,26,
synthesis,syn-mean-instance-area,19.9,um^2
floorplanning,chipWidth,84.2,um
setup_path,crit_path_max_incr_delay,0.47,ns
global_route,grt_start_max_net_pins,51,
final_timing,postLayoutSetupSlackWorst,-0.00632,ns
setup_path,timing.critical_path.fanout_max,2,
setup_path,cp_top_family,"buffers and inverters",
global_route,number_of_antenna_violations_at_the_first_check_in_global_routing,0,
final_timing,max-slew-margin-rel,0.746,
drt,antennaDiodeCount,0,
synthesis,number_of_standard_cells_reported_by_yosys,170,
final_layout,most_flops_register,"regs",
synthesis,synth.top_cell.area_share,0.593,
synthesis,yosys-top-cells-count,"sky130_fd_sc_hd__dfrtp_1 (80), sky130_fd_sc_hd__mux2_4 (80), sky130_fd_sc_hd__buf_12 (8)",
final_layout,drive_gt1_frac,0.533,
placement,place_congestion,0.757,
final_timing,worstMarginPinSlew,0.380,ns
setup_path,critical-path-slowest-cell,"sky130_fd_sc_hd__clkdlybuf4s50_1",
placement,numPlacedInstances,334,
global_route,globalRouteMet2Util,0.248,
final_layout,area_growth_syn_to_layout,58.4,%
setup_path,timing.critical_path.arrival,1.21,ns
final_layout,instances_no_fill,441,
clocking,clock.latency.late_pin,0.34,ns
setup_path,critical_path.cell_chain,"clkdlybuf4s50_1",
clocking,cts_root_buf,"sky130_fd_sc_hd__clkbuf_8",
synthesis,numSynthFlops,80,
final_layout,utilization,0.833,
clocking,htreeDepth,3,
drt,wl,6460,um
synthesis,synthFlopType,"sky130_fd_sc_hd__dfrtp_1",
final_timing,finalCriticalPeriod,1.51,ns
hold_path,min_path_type,"in2async",
drt,dr_drc_count,0,
floorplanning,die_h,84.2,um
synthesis,netlist_top_cells_area,"sky130_fd_sc_hd__dfrtp_1 (59%), sky130_fd_sc_hd__mux2_4 (36%), sky130_fd_sc_hd__buf_12 (4.7%)",
synthesis,yosys.stat.chipArea,3380,um^2
clocking,cts_made_buffers,9,
setup_path,path_class,"reg2out",
final_timing,skew,0.0108,ns
synthesis,yosysSeqAreaShare,0.593,
synthesis,synth.lib_cells_used.distinct,5,
final_layout,largest_register_ff_count,80,
drt,routed-via-count,2049,
power_and_ir_drop,power.leakage,3.11,nW
global_route,grtUsageMet3,0.0528,
clocking,cts_buffer_depth,2,
global_route,number_of_global_route_vias_before_repair,1936,
setup_path,capturing_element_type_of_the_critical_path,"primary output",
synthesis,yosysTopAreaCell,"sky130_fd_sc_hd__dfrtp_1",
setup_path,crit_path_start_kind,"flip-flop",
power_and_ir_drop,pwr_density_cell,1590,nW/um^2
drt,route.detailed.wl_per_inst,14.6,um
clocking,cts_hold_buffers,0,
clocking,tritoncts,"done",
power_and_ir_drop,vdd_ir_drop_max,1.30,mV
drt,route.antenna.remaining_nets,0,
synthesis,async_reset_ff_frac,1.00,
drt,drt_iter0_markers,83,
drt,detailedRoute.firstPassIterationCount,21,
setup_path,path_buffers,1,
floorplanning,core_area,6420,um^2
final_timing,maxClockFrequency,664,MHz
clocking,clkSlewWorstSetupHoldPaths,0.08,ns
synthesis,yosysWarnings,2,
synthesis,post_synthesis_cell_count,170,
floorplanning,top_level_ports,91,
global_route,grt_first_pass_wirelength,9960,um
floorplanning,chip_area,7090,um^2
final_timing,setup_violations,1,
final_layout,reg_top3,"regs x80",
setup_path,cp.required,1.20,ns
floorplanning,rows,29,
global_route,grt_resource_usage_total,0.185,
flow_run,max_cap_viols,0,
final_timing,maxSlewViolCount,0,
synthesis,edf_count,0,
final_timing,final_min_period_over_clock_period,1.00,
floorplanning,initCoreUtil,0.526,
## final timing paths
kind                               to  slack, ns  startpoint  cells after the start
hold / removal             regs[1][3]       0.40         rst                      3
setup reg to reg           regs[4][0]       0.46  regs[4][0]                      3
min in group clk0          regs[5][5]       0.41        load                      2
setup / recovery              out8[1]     -0.006  regs[8][1]                      1
max in group asynchronous  regs[1][5]       0.76         rst                      3
hold reg to reg            regs[9][0]       0.51  regs[9][0]                      1
## layout by cell type (no fill, tap or decap)
| master | n |
|---|---|
| sky130_fd_sc_hd__dlygate4sd2_1 | 9 |
| sky130_fd_sc_hd__clkinv_2 | 1 |
| sky130_fd_sc_hd__clkbuf_1 | 1 |
| sky130_fd_sc_hd__bufinv_16 | 3 |
| sky130_fd_sc_hd__clkdlybuf4s50_1 | 26 |
| sky130_fd_sc_hd__clkbuf_8 | 10 |
| sky130_fd_sc_hd__clkinv_4 | 1 |
| sky130_fd_sc_hd__clkinvlp_4 | 1 |
| sky130_fd_sc_hd__mux2_4 | 80 |
| sky130_fd_sc_hd__dlymetal6s2s_1 | 54 |
| sky130_fd_sc_hd__dfrtp_1 | 80 |
| sky130_fd_sc_hd__buf_4 | 94 |
| sky130_fd_sc_hd__buf_12 | 4 |
## layer usage
metal | up-vias | wire [um]
met1 | 1012 | 3160
li1 | 974 | -
met2 | 59 | 2830
met4 | 0 | 40
met3 | 4 | 427
met5 | - | 0
## kinds of logic after synthesis
family   synth area share
buf+inv            0.0518
flops               0.593
mux                 0.356
## per-stage QoR
| stage | hold slack, ns | total power [W] | worst slack [ns] | cell area, um^2 | setup TNS (ns) |
|---|---|---|---|---|---|
| floorplan | 0.448 | 0.00424 | 0.290 | 3380 | 0 |
| global placement | 0.494 | 0.00573 | 0.229 | 4300 | 0 |
| detailed placement | 0.493 | 0.00575 | 0.221 | 4300 | 0 |
| CTS | 0.395 | 0.00821 | 0.0000974 | 4930 | 0 |
| global route | 0.387 | 0.00899 | -0.0485 | 5350 | -0.114 |
| finish | 0.402 | 0.00849 | -0.00632 | 5350 | -0.00632 |
## report_power, final
| part | total (W) | internal (W) | switching, W |
|---|---|---|---|
| logic | 0.00337 | 0.00265 | 0.000716 |
| registers | 0.00323 | 0.00283 | 0.000396 |
| clock network | 0.00189 | 0.00115 | 0.000738 |
## final cells by class
class | count | area [um^2]
Sequential cell | 80 | 2000
Inverter | 1 | 7.51
Tap cell | 77 | 96.3
Multi-Input combinational cell | 80 | 1200
Fill cell | 322 | 1070
Timing Repair Buffer | 187 | 1800
Clock inverter | 5 | 104
Clock buffer | 11 | 141
## tightest hold or removal path, delay by kind of cell
family	cells	cell delay, ns
buffers and inverters	3	0.82
## timing repair
| item | 4_1_cts | 5_1_grt |
|---|---|---|
| setup buffers | 53 | 38 |
| endpoints found under the setup margin | 56 | 64 |
| gates resized | 9 | 54 |
Power is estimated from default activity; no workload was simulated.
