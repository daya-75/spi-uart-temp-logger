File: flow/config.mk
export PLATFORM = sky130hd
export DESIGN_NAME = uart_tx
export DESIGN_NICKNAME = uart_tx
export VERILOG_FILES = /design/flow/design.v
export SDC_FILE = /design/flow/constraint.sdc
export NUM_CORES = 4
export LEC_CHECK = 1
export CORE_UTILIZATION = 40
File: flow/constraint.sdc
current_design uart_tx

set clk_period 3.3
set clk_io_pct 0.2

create_clock -name clk0 -period $clk_period [get_ports {clk}]

set non_clock_inputs [all_inputs -no_clocks]
set_input_delay [expr $clk_period * $clk_io_pct] -clock clk0 $non_clock_inputs
set_output_delay [expr $clk_period * $clk_io_pct] -clock clk0 [all_outputs]
File: flow/design.v
module uart_tx (
    input clk,
    input rst,
    input tx_start,
    input [7:0] tx_data,
    output reg tx,
    output reg tx_busy
);
    parameter CLK_PER_BIT = 87;
    reg [7:0] tx_shift;
    reg [3:0] bit_index;
    reg [15:0] clk_cnt;
    reg [1:0] state;
    parameter IDLE = 2'b00;
    parameter START = 2'b01;
    parameter DATA = 2'b10;
    parameter STOP = 2'b11;
    always @(posedge clk or posedge rst) begin
        if (rst) begin
            tx <= 1'b1;
            tx_busy <= 0;
            clk_cnt <= 0;
            bit_index <= 0;
            state <= IDLE;
        end else begin
            case (state)
                IDLE: begin
                    tx <= 1'b1;
                    tx_busy <= 0;
                    if (tx_start) begin
                        tx_shift <= tx_data;
                        state <= START;
                        tx_busy <= 1;
                        clk_cnt <= 0;
                    end
                end
                START: begin
                    tx <= 0;
                    if (clk_cnt < CLK_PER_BIT)
                        clk_cnt <= clk_cnt + 1;
                    else begin
                        clk_cnt <= 0;
                        state <= DATA;
                        bit_index <= 0;
                    end
                end
                DATA: begin
                    tx <= tx_shift[bit_index];
                    if (clk_cnt < CLK_PER_BIT)
                        clk_cnt <= clk_cnt + 1;
                    else begin
                        clk_cnt <= 0;
                        if (bit_index < 7)
                            bit_index <= bit_index + 1;
                        else
                            state <= STOP;
                    end
                end
                STOP: begin
                    tx <= 1;
                    if (clk_cnt < CLK_PER_BIT)
                        clk_cnt <= clk_cnt + 1;
                    else begin
                        state <= IDLE;
                        tx_busy <= 0;
                    end
                end
            endcase
        end
    end
endmodule
File: flow/run.sh
#!/bin/bash
# OpenROAD 26Q1-2900-gdf79404cd8, Yosys 0.63+post, stock flow scripts
make -C /OpenROAD-flow-scripts/flow DESIGN_CONFIG=/design/flow/config.mk WORK_HOME=/design/flow/orfs finish
==> results.json <==
{
  "run_status": "complete, no violations",
  "grt_antenna_before_repair": 0,
  "final_worst_path_period_need_ns": 2.32,
  "syn-mean-instance-area_sq_um": 11.1,
  "hold_violations": 0,
  "chipWidth_um": 68.2,
  "grt_overflow_total": 0,
  "worst_hold_path_type": "register to register",
  "pre_cts_ws_ns": 0.685,
  "core_area_sq_um": 4090,
  "gp_congestion": 0.843,
  "synthFlopType": "dfrtp_1",
  "tritoncts": "built",
  "async_flop_share": 0.765,
  "netlist_area_sq_um": 1750,
  "yosys-stat-cells": 158,
  "fp.dieArea_sq_um": 4640,
  "yosys_register_bits": 34,
  "cts.reportedPaths.clkPinSlew_ns": 0.06,
  "io_pins": 13,
  "worst-setup-path-type": "input pin to register",
  "cellPowerDensity_nw_per_um2": 625,
  "slew_headroom": 0.591,
  "detailroute.via_count": 1356,
  "max-vdd-ir-drop_mv": 0.253,
  "ant_nets": 0,
  "leakage_nw": 0.762,
  "die.size.y_um": 68.2,
  "edf_count": 8,
  "cell_chosen_for_the_clock_root": "clkbuf_8",
  "area_growth_pct": 15.5,
  "synthCells": 158,
  "first_global_vias": 1252,
  "tritoncts.num_buffers": 5,
  "slew_at_the_pin_closest_to_its_max_slew_limit_ns": 0.613,
  "largest_net_degree_at_the_start_of_global_routing": 27,
  "post_cts_resize_count": 0,
  "latency_at_later_pin_ns": 0.28,
  "synth-area-yosys_sq_um": 1750,
  "place.port_buffers": 12,
  "clock_skew_ns": 0.00507,
  "synth-seq-area-share": 0.510,
  "avgViaCountPerCell": 6.14,
  "drtPass1Iterations": 6,
  "stage_log_warnings": 25,
  "cts_hold_buf": 0,
  "num_antenna_cells": 0,
  "post-route-period-util": 0.704,
  "wl_per_cell_um": 15.5,
  "final_layout_size_suffix_gt1_frac": 0.111,
  "grt_setup_unrepaired": "false",
  "cts_htree_levels": 2,
  "maxClockFrequency_mhz": 430,
  "drt_iter0_markers": 115,
  "placement_rows": 23,
  "report.final.setup_viol": 0,
  "critPathLaunchType": "input pin",
  "finalMaxSlewViolations": 0,
  "drt_wl_total_um": 3430,
  "global_route_usage_sum": 0.182,
  "timing.critical_path.to_type": "register",
  "cap_viol_max_count": 0,
  "postCtsSetupRepairBufs": 0,
  "dp.final_hpwl_um": 2350,
  "worst-path-max-fanout": 12,
  "whs_ns": 0.516,
  "yosys_warnings": 1,
  "critical_path_at_ns": 2.54,
  "worst-endpoint-required_ns": 3.52,
  "final.setup.worst_slack_ns": 0.976,
  "detail_route.drc_violations": 0,
  "synth_cell_types": 49,
  "ctsLongestPathBuffers": 2,
  "finalSetupTns_ns": 0,
  "clock_sinks": 34,
  "fp_util": 0.428,
  "grt_pass1_wl_um": 6110
}
## critical path, cell delays in order
cell	delay, ns
clkdlybuf4s50_1	0.51
nand2b_1	0.22
nand4_1	0.45
a2111oi_1	0.55
o21a_1	0.16
## worst paths after layout
kind                           from            to  slack [ns]  cells past startpoint
min in group asynchronous       rst  bit_index[0]        0.77                      3
max in group asynchronous       rst            tx        2.23                      3
hold reg to reg             tx_busy       tx_busy        0.52                      1
setup / recovery           tx_start   clk_cnt[14]        0.98                      5
hold / removal              tx_busy       tx_busy        0.52                      1
setup reg to reg           state[3]   clk_cnt[14]        1.05                      4
## metrics by stage
step	cells	instance area, sq um	utilization	power (mW)
floorplan	158	1750	-	0.790
global placement	213	1910	0.466	0.872
detailed placement	213	1910	0.466	0.879
CTS	221	2020	0.495	1.28
global route	221	2020	0.495	1.35
finish	221	2020	0.495	1.26
## cells by family after synthesis
kind of cell	after synthesis	share of synthesized area
buffers and inverters	12	0.0307
adder cells (fa/ha/maj)	2	0.0143
AND-OR/OR-AND	51	0.226
flip-flops	34	0.510
multiplexers	5	0.0443
AND/OR/NAND/NOR	54	0.174
## routing by layer
metal | global-route usage | share of wire
met1 | 0.312 | 0.50
met2 | 0.248 | 0.42
met3 | 0.0439 | 0.070
met4 | 0.0260 | 0.0085
met5 | 0 | 0
## synth_stat cells (3+ instances only)
cell       count  share of area
dfrtp_1       24           0.34
nand2_1       12          0.026
nand3_1       11          0.031
o21a_1        11          0.047
edfxtp_1       8           0.14
a2111oi_1      7          0.040
nor3_1         6          0.017
a21oi_1        5          0.014
a211oi_1       4          0.017
buf_2          4          0.011
clkbuf_1       4         0.0086
nand4_1        4          0.014
nor4_1         4          0.014
nor2_1         3         0.0064
nor4_2         3          0.021
o21ai_1        3         0.0086
## cell usage in the layout, fill, tap and decap left out, drive strengths merged, types with 5 or more instances in the layout
master         netlist  layout
edfxtp               8       8
dfrtp               24      24
nand3               11      11
a21oi                5       5
clkbuf               4       7
nor3                 6       6
clkdlybuf4s50        0      12
o21ai                6       6
o21a                11      11
nor4                 7       7
a2111oi              7       7
nand2               12      12
## registers in the layout, summed over array words and instances, names as in the netlist
signal,cells
clk_cnt,16
tx,1
state,4
tx_shift,8
bit_index,4
tx_busy,1
## power breakdown
part / leakage [nW] / internal [mW] / switching [mW] / total (mW)
clock network: 0.0585 / 0.246 / 0.145 / 0.391
logic: 0.290 / 0.141 / 0.152 / 0.293
registers: 0.413 / 0.487 / 0.0945 / 0.581
total: 0.762 / 0.873 / 0.391 / 1.26
## area by class of cell
cell class | count | area, sq um
Sequential cell | 34 | 893
Clock inverter | 1 | 30.0
Tap cell | 50 | 62.6
Inverter | 3 | 11.3
Clock buffer | 7 | 86.3
Multi-Input combinational cell | 112 | 803
Timing Repair Buffer | 14 | 135
Fill cell | 348 | 2060
Power and IR drop assume default switching activity.
